===== flow/run.sh =====
#!/bin/bash
# OpenROAD 26Q1-2900-gdf79404cd8, Yosys 0.63+post, stock flow scripts
make -C /OpenROAD-flow-scripts/flow DESIGN_CONFIG=/design/flow/config.mk WORK_HOME=/design/flow/orfs finish

===== flow/design.v =====
module vending(d,n,q, reset, clk, y);
output reg y;
input d,n,q;     
input clk;
input reset;
reg [2:0] cst, nst;
parameter S0 = 3'b000,
          S1 = 3'b001,
          S2 = 3'b010,
          S3 = 3'b100,
              S4 = 3'b101,
              S5 = 3'b110,
              S6 = 3'b111;
always @(cst or d or n or q)
 begin
 case (cst)
   S0: if (n== 1'b1 && d==1'b0 && q==1'b0)
            begin
         nst = S1;
             y=1'b0;
            end
      else if(n== 1'b0 && d==1'b1 && q==1'b0)
            begin
            nst=S2;
            y=1'b0;
            end
            else if(n== 1'b0 && d==1'b0 && q==1'b1)
            begin
            nst=S5;
            y=1'b0;
            end
             else
            begin
            nst = cst;
            y=1'b0;
            end
   S1: if (n== 1'b1 && d==1'b0 && q==1'b0)
            begin
         nst = S2;
             y=1'b0;
            end
      else if(n== 1'b0 && d==1'b1 && q==1'b0)
            begin
            nst=S3;
            y=1'b0;
            end
            else if(n== 1'b0 && d==1'b0 && q==1'b1)
            begin
            nst=S6;
            y=1'b0;
            end
             else
            begin
            nst = cst;
            y=1'b0;
            end
   S2:if (n== 1'b1 && d==1'b0 && q==1'b0)
            begin
         nst = S3;
             y=1'b0;
            end
      else if(n== 1'b0 && d==1'b1 && q==1'b0)
            begin
            nst=S4;
            y=1'b0;
            end
            else if(n== 1'b0 && d==1'b0 && q==1'b1)
            begin
            nst=S0;
            y=1'b1;
            end
             else
            begin
            nst = cst;
            y=1'b0;
            end
   S3: if (n== 1'b1 && d==1'b0 && q==1'b0)
            begin
         nst = S4;
             y=1'b0;
            end
      else if(n== 1'b0 && d==1'b1 && q==1'b0)
            begin
            nst=S5;
            y=1'b0;
            end
            else if(n== 1'b0 && d==1'b0 && q==1'b1)
            begin
            nst=S0;
            y=1'b1;
            end
             else
            begin
            nst = cst;
            y=1'b0;
            end
S4: if (n== 1'b1 && d==1'b0 && q==1'b0)
            begin
         nst = S5;
             y=1'b0;
            end
      else if(n== 1'b0 && d==1'b1 && q==1'b0)
            begin
            nst=S6;
            y=1'b0;
            end
            else if(n== 1'b0 && d==1'b0 && q==1'b1)
            begin
            nst=S0;
            y=1'b1;
            end
             else
            begin
            nst = cst;
            y=1'b0;
            end
S5: if (n== 1'b1 && d==1'b0 && q==1'b0)
            begin
         nst = S6;
             y=1'b0;
            end
      else if(n== 1'b0 && d==1'b1 && q==1'b0)
            begin
            nst=S0;
            y=1'b1;
            end
            else if(n== 1'b0 && d==1'b0 && q==1'b1)
            begin
            nst=S0;
            y=1'b1;
            end
             else
            begin
            nst = cst;
            y=1'b0;
            end
S6: if (n== 1'b1 && d==1'b0 && q==1'b0)
            begin
         nst =S0;
             y=1'b1;
            end
      else if(n== 1'b0 && d==1'b1 && q==1'b0)
            begin
            nst=S0;
            y=1'b1;
            end
            else if(n== 1'b0 && d==1'b0 && q==1'b1)
            begin
            nst=S0;
            y=1'b1;
            end
             else
            begin
            nst = cst;
            y=1'b0;
            end
   default: nst = S0;
  endcase
end
always@(posedge clk)  
begin
 if (reset)
   cst <= S0;
 else
   cst <= nst;
end
endmodule

===== flow/constraint.sdc =====
current_design vending

set clk_period 1.8
set clk_io_pct 0.2

create_clock -name clk0 -period $clk_period [get_ports {clk}]

set non_clock_inputs [all_inputs -no_clocks]
set_input_delay [expr $clk_period * $clk_io_pct] -clock clk0 $non_clock_inputs
set_output_delay [expr $clk_period * $clk_io_pct] -clock clk0 [all_outputs]

===== flow/config.mk =====
export PLATFORM = sky130hd
export DESIGN_NAME = vending
export DESIGN_NICKNAME = vending
export VERILOG_FILES = /design/flow/design.v
export SDC_FILE = /design/flow/constraint.sdc
export NUM_CORES = 4
export LEC_CHECK = 1
export CORE_AREA = 10 10 70 70
export DIE_AREA = 0 0 80 80

==> run summary <==
impl run done, here's what came out: status finished clean, io pins 6, Worst EP arrival 1720 ps, PortBufs 5, H-tree depth 1, setup TNS 0 ps, DIE AREA 6400 µm², Comb area 265 µm², maxcap violations 0, CTS tree yes, hold slack between 400 and 500 ps, die x size 80 µm, Tmin final 1580 ps, Core Util, Final 0.180, Root Buffer clkbuf_4, Final Hold Fails 0, global-route wire length before repair about 1.6 mm, Num CTS Buffers 3, clk_skew about 0.99 ps, Core Region about 3400 µm², vias per cell between 3 and 4, final slew viol count 0, layout cell share with drive strength beyond 1 0.222, WP data required 1940 ps, fp util 0.131, clock slew at reported path FFs 50 ps, Tcrit/Tclk final 0.878, GRT overflow 0, gate count after technology mapping ~49, router iterations before antenna repair 4, Crit Path Class in -> reg, Avg Cell Area, Syn 9.12 µm², Yosys reg bits 8, number of fill cells in the layout about 400, Worst-Skew Late Latency ~250 ps, fmax 632 MHz, vias approximately 430, First DRT Iteration DRCs 61, power per cell area between 600 and 700 nW/µm², most common logic cells in the final layout 8 x nand2_1, 7 x dfxtp_1, 7 x buf_4, vias in the first global route 388, post-DP HPWL ~760 µm, Synth area leader dfxtp_1, Post-Syn Area 447 µm², ANT cells 0, Yosys Chip Area 447 µm², drt wl/cell 9.18 µm, Max clock buf depth 2, DRC 0, Critical Path Sink Type flip-flop, library cells used by synthesis 22, Routed WL 1.00 mm, All-Layer GR Usage 0.0311, worst slew pin tran 380 ps, area grow syn2layout 37.5%, endpoints failing setup 0, Dominant cell area share 0.314, maximum fanout along the worst path 7, die height approximately 80 µm, Detail Route Antenna Nets 0, Max VDD drop 0.000217 V, Leak 0.240 nW, Setup Fix Bufs, Post-CTS 0, largest net degree at the start of global routing 8, hold crit path type reg -> reg, initial antenna violation count 0, Syn. warnings 1, top cells, area dfxtp_1 31%, a22oi_1 10%, nand2_1 6.7%, CP Launch Type input pin, RSZ-0062 raised after global routing no, GPL Wtd Cong 0.784, storage element area about 160 µm², Commonest Layout Cell nand2_1, count of unclocked register or latch pins 1, endpoints left unconstrained 2, Slew HR 0.747, cts hold-fix bufs 0, post-CTS resize count 0, OpenROAD warning count 25, ys cells between 40 and 50, Site Rows 21
==> flip-flops by register name (all words and copies together), names as in the netlist <==
signal / count
y: 1
cst: 7
==> worst max-delay path, stage by stage <==
cell and delay, ps:
clkdlybuf4s50_1 550, xor2_1 280, a221oi_4 150, a221o_1 380
==> final timing paths <==
check | startpoint | end | slack, ps | depth (start not counted)
worst max register to register | cst[2] | cst[0] | 710 | 4
worst max-delay path | n | cst[3] | 220 | 4
worst min register to register | cst[2] | cst[2] | 470 | 2
worst min-delay path | cst[2] | cst[2] | 470 | 2
==> Yosys cell counts <==
cell,number
dfxtp_1,7
a31oi_1,1
o22ai_1,1
a221o_1,2
buf_4,1
xor2_1,2
nand2b_1,2
a22oi_1,6
a221oi_4,1
mux2i_1,1
nor2_1,1
nand2_1,8
o31a_1,1
nor3_1,5
o21ai_0,2
nor4_2,1
a22o_1,1
buf_6,1
nor2b_4,1
inv_1,2
dlxtn_1,1
and2b_2,1
==> power by group <==
| group | total [mW] | switching (mW) | leakage (nW) | internal (mW) |
|---|---|---|---|---|
| logic | 0.0693 | 0.0335 | 0.161 | 0.0358 |
| clock network | 0.141 | 0.0564 | 0.0150 | 0.0845 |
| registers | 0.171 | 0.00732 | 0.0646 | 0.164 |
==> per-layer routing <==
metal,vias to the layer above,part of all wire,track usage
li1,210,-,-
met5,-,0,0
met2,12,0.45,0.0457
met3,4,0.095,0.0227
met1,206,0.43,0.0349
met4,0,0.027,0.00880
==> kinds of logic after synthesis <==
kind of cell,share of synthesized area
simple gates,0.238
compound gates,0.294
flops,0.314
buf+inv,0.0588
xor+xnor,0.0392
mux,0.0224
latches,0.0336
==> per-stage QoR <==
step	setup WS [ps]	instances	total power, mW	area [µm²]
after floorplan	512	49	0.214	447
after global placement	-4.71	105	0.243	588
after detailed placement	-24.9	105	0.243	588
after CTS	226	109	0.383	614
after global routing	179	109	0.403	614
final	219	109	0.381	614
==> area by class of cell <==
type                       instances  area share
multi-input combinational         37       0.432
clock buffer                       4      0.0428
inverter                           2      0.0122
tap                               46      0.0937
sequential                         8       0.253
timing repair buffer              12       0.167
No activity file was given, so power comes from the tool's default toggle rates.
